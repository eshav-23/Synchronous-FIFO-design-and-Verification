==> flow/constraint.sdc <==
current_design synfifo

set clk_period 8.5
set clk_io_pct 0.2

create_clock -name clk0 -period $clk_period [get_ports {clk}]

set non_clock_inputs [all_inputs -no_clocks]
set_input_delay [expr $clk_period * $clk_io_pct] -clock clk0 $non_clock_inputs
set_output_delay [expr $clk_period * $clk_io_pct] -clock clk0 [all_outputs]
==> flow/config.mk <==
export PLATFORM = sky130hd
export DESIGN_NAME = synfifo
export DESIGN_NICKNAME = synfifo
export VERILOG_FILES = /design/flow/design.v
export SDC_FILE = /design/flow/constraint.sdc
export NUM_CORES = 4
export LEC_CHECK = 1
export CORE_UTILIZATION = 40
==> flow/design.v <==
`timescale 1ns / 1ps
module synfifo
  #(parameter depth = 8,
    parameter data_width = 32)
  (  
input clk,
input rstn,
input[data_width-1:0]data,
input rd_en,
input wr_en,
input cs, 
output reg [data_width-1:0] data_o,
output empty,
output full);
  localparam fifo_depth = $clog2(depth);
  reg [data_width-1:0]mem[0:depth-1];
reg[fifo_depth:0]rd_ptr, wr_ptr;
  always @(posedge clk or negedge rstn) begin
    if(!rstn) begin  
      wr_ptr <=0;
    end
    else if(cs && wr_en && !full) begin
      mem[wr_ptr[fifo_depth-1:0]] <= data;
      wr_ptr <= wr_ptr + 1'b1;
    end
  end
  always @(posedge clk or negedge rstn) begin
    if(!rstn) begin
      rd_ptr <= 0;
    end
    else if(cs && rd_en && !empty) begin
      data_o <= mem[rd_ptr[fifo_depth-1:0]];
      rd_ptr <= rd_ptr + 1'b1;
    end
  end
  assign full = (rd_ptr == {~wr_ptr[fifo_depth],wr_ptr[fifo_depth-1:0]});
  assign empty = (rd_ptr == wr_ptr);
endmodule
==> flow/run.sh <==
#!/bin/bash
# OpenROAD 26Q1-2900-gdf79404cd8, Yosys 0.63+post, stock flow scripts
make -C /OpenROAD-flow-scripts/flow DESIGN_CONFIG=/design/flow/config.mk WORK_HOME=/design/flow/orfs finish
==> results.toml <==
# generated from flow reports
[power]
ir_drop_uv = 269.5
intPower_mw = 2.956
p_leak_nw = 4.271
sw_frac_of_total = 0.2819
power_frac_comb = 0.247
p_per_area_nw_per_um2 = 315.3
p_switching_mw = 1.160
p_clk_frac = 0.317
seqPwrFrac = 0.436

[detailed_routing]
drt_wl_total_um = 21290
via_per_inst = 5.476
drc = 0
detail-route-antenna-nets = 0
wl_per_cell_um = 20.34
firstDrtPassIters = 6
num_vias = 5733
diodes = 0
initialDrtViolationCount = 425

[place]
dp_hpwl_um = 11410
placed_area_sq_um = 12070
gp_congestion = 0.7985
port-buffer-count = 70
dp_slack_ns = 4.346

[synth]
aoi_share = 0.1076
topCombFamilyByArea = "AND-OR/OR-AND gates"
mux_area_frac = 0.01831
adder_share = 0.01373
netlist_area_sq_um = 10940
synth_cell_type_count = 37
xor_share = 0.006407
ys_chip_area_sq_um = 10940
ys_sh_simple = 0.03078
synth-warning-count = 2
synth_flops = 296
postSynthSeqShare = 0.8092
netlist_instances = 596
synth_area_per_cell_sq_um = 18.35
synth_stat.cells = 596

[cts]
cts_root_buffer = "clkbuf_16"
path_clk_slew_ns = 0.06
cts_tree = "done"
cts_buffers = 29
postCtsSetupRepairBufs = 0
htreeDepth = 1
clk_latency_ns = 0.53
ctsResizeCount = 0
cts_num_sinks = 296
clk_path_buf_depth = 3
holdBufCountCts = 0

[sta]
finalClockSkew_ns = 0.007448
slew_violations = 0
worst_slew_pin_slew_ns = 0.8813
fmax_mhz = 251.5
setup_violations = 0
fin_ws_ns = 4.524
max_slew_margin = 0.4118
tns_ns = 0
fin_crit_ns = 3.976
rsz0062_at_grt = "no"
hold_viol_final = 0
fin_crit_sh = 0.4678

[finish]
final_common_cell = "edfxtp_1"
fillers = 2150
drive_above_1_share = 0.1147
stdcell_area_sq_um = 13060
comb_area_sq_um = 1937
lay_top_cells = "edfxtp_1, clkdlybuf4s50_1, nor2_1"
flop_area_sq_um = 8848
synthToLayoutAreaGrowth_pct = 19.39

[setup_path]
cp.required_ns = 6.80
cp.arrival_ns = 2.28
startpoint_type = "register"
cp-end-kind = "output pin"
worstPathMaxFanout = 6
crit_type = "reg2out"

[min_path]
min_path_type = "reg2reg"

[flow_run]
maxCapViolations = 0
warning_count = 33

[global_routing]
track_usage = 0.1682
first_global_vias = 6374
grt_first_pass_wirelength_um = 33040
grt_max_degree = 59
grt_overflow_total = 0
antenna_found_initial = 0

[floorplan]
die_h_um = 167.3
die-area_sq_um = 28000
core_area_sq_um = 26880
pin_count = 71
rows = 60
fp_util = 0.4069
die_x_um = 167.3

[status]
status = "finished, final reports clean"
-- worst max-delay path: stages, from the launching register on --
cell             delay, ns
dfrtp_1               0.47
xnor2_1               0.44
nand3_1               0.23
nor2_1                0.15
clkdlybuf4s50_1       0.47
-- per-stage QoR --
| stage | total power, mW | util | hold slack (ns) | std cells |
|---|---|---|---|---|
| after floorplan | 2.490 | - | 0.5310 | 596 |
| after global placement | 2.817 | 0.4491 | 0.5517 | 994 |
| after global routing | 4.320 | 0.4858 | 0.6199 | 1047 |
| after CTS | 4.153 | 0.4858 | 0.5743 | 1047 |
| after detailed placement | 2.835 | 0.4491 | 0.5575 | 994 |
| final | 4.117 | 0.4858 | 0.5728 | 1047 |
-- cells by family (layout without fill, tap and decap cells) --
logic type,after synthesis,after routing
buffers and inverters,37,147
flip-flops,296,296
adder cells (fa/ha/maj),12,12
AND-OR/OR-AND,150,150
XOR/XNOR,8,8
multiplexers,18,18
AND/OR/NAND/NOR,75,75
-- power by group through the flow --
stage | clock network [mW] | registers (mW) | logic, mW
4_1_cts | 1.33 | 1.79 | 1.03
5_1_grt | 1.40 | 1.80 | 1.12
6_report | 1.30 | 1.79 | 1.02
-- layer usage --
| layer | part of all wire | vias to the layer above | track usage |
|---|---|---|---|
| met2 | 0.48 | 328 | 0.2534 |
| met5 | 0 | - | 0 |
| met4 | 0.022 | 0 | 0.03111 |
| li1 | - | 2626 | - |
| met1 | 0.37 | 2735 | 0.2138 |
| met3 | 0.13 | 44 | 0.1129 |
-- sequential cells by signal (all words and copies together), names as in the netlist --
register,count
mem,256
wr_ptr,4
data_o,32
rd_ptr,4
-- final timing paths --
path | from | to | slack (ns) | cells past startpoint
worst max-delay path | rd_ptr[1] | empty | 4.52 | 4
worst min-delay path | mem[0][18] | data_o[18] | 0.57 | 2
worst max register to register | rd_ptr[1] | data_o[29] | 5.55 | 7
worst min register to register | mem[0][18] | data_o[18] | 0.57 | 2
max in group asynchronous | rstn | wr_ptr[2] | 6.71 | 1
min in group asynchronous | rstn | rd_ptr[2] | 1.48 | 1
-- cells in the mapped netlist --
cell type,count,area share
nor4_1,1,0.00057
nand2b_1,1,0.00057
mux2_2,16,0.016
and2_4,1,0.00080
and3_1,8,0.0046
a22o_1,15,0.012
clkbuf_1,21,0.0072
a21oi_1,37,0.017
nor2_2,2,0.0011
xnor2_1,7,0.0056
a222oi_1,35,0.032
dfrtp_1,8,0.018
buf_2,6,0.0027
nand3_1,1,0.00046
xor2_1,1,0.00080
a31oi_1,4,0.0023
buf_1,2,0.00069
nor2b_1,2,0.0011
nand3b_1,1,0.00069
a221oi_1,8,0.0064
inv_1,6,0.0021
nor2_1,40,0.014
o211ai_1,1,0.00069
a41oi_2,1,0.0015
buf_4,2,0.0014
nand4_1,1,0.00057
edfxtp_1,288,0.79
and2_1,3,0.0017
ha_1,12,0.014
mux2i_1,2,0.0018
a22oi_1,33,0.023
a32o_1,1,0.00092
a41oi_1,4,0.0032
a21o_1,8,0.0055
nand2_1,14,0.0048
o21ai_0,2,0.00092
a41oi_4,1,0.0025
-- final cells by class --
type | instances | share of cell area
timing repair buffer | 88 | 0.06402
clock buffer | 33 | 0.05673
clock inverter | 20 | 0.01878
sequential | 296 | 0.6777
inverter | 6 | 0.001725
tap | 341 | 0.03268
multi-input combinational | 263 | 0.1483
Power figures rest on the tool's default switching activity, not on a simulated workload.
